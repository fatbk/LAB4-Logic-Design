File: flow/run.sh
#!/bin/bash
# OpenROAD 26Q1-2900-gdf79404cd8, Yosys 0.63+post, stock flow scripts
make -C /OpenROAD-flow-scripts/flow DESIGN_CONFIG=/design/flow/config.mk WORK_HOME=/design/flow/orfs finish
File: flow/constraint.sdc
current_design alu

set clk_period 3.4
set clk_io_pct 0.2

create_clock -name clk0 -period $clk_period [get_ports {clk}]

set non_clock_inputs [all_inputs -no_clocks]
set_input_delay [expr $clk_period * $clk_io_pct] -clock clk0 $non_clock_inputs
set_output_delay [expr $clk_period * $clk_io_pct] -clock clk0 [all_outputs]
File: flow/design.v
module alu(
input clk, rst,
input logic [7:0] operator,
input logic [7:0] a,b,
input logic pop,
output logic [7:0] output_data
);
reg [7:0] rega,regb;
logic [1:0] state;
initial begin
	state = 2'b00;
	output_data =8'h00;
	end
always @(posedge clk)
	begin
		if(!rst)
			begin
				state <= 2'b00;
				output_data =8'h00;
			end
		else 
			begin
				if(pop)
				begin
					case (state)
					   2'b00:
					   begin
					    state<=2'b01;
					    end
						2'b01:
						begin
						  if(operator ==8'h0a)
							begin
								output_data <=a+b;
							end
							state<=2'b10;
						end
						2'b10:
						begin
						  if(operator ==8'h0a)
							begin
								output_data <=a + b;
							end
							state<=2'b11;
						end
						2'b11:
						  begin
						  if(operator ==8'h0a)
							begin
								output_data <=output_data + a;
							end
							end
						endcase
				end
			end
		end
endmodule
File: flow/config.mk
export PLATFORM = sky130hd
export DESIGN_NAME = alu
export DESIGN_NICKNAME = alu
export VERILOG_FILES = /design/flow/design.v
export SDC_FILE = /design/flow/constraint.sdc
export NUM_CORES = 4
export LEC_CHECK = 1
export CORE_AREA = 10 10 74 74
export DIE_AREA = 0 0 84 84
==> impl_metrics.yaml <==
# synthesis and place-and-route metrics
sta:
  fin_crit_ns: 2.82
  layout_setup_ws_ns: 0.584
  period_used_pct: 82.8
  final_hold_viol_count: 0
  slew_headroom_pct: 54.2
  worst_pin_slew_ns: 0.687
  fin_tns_setup_ns: 0
  setup_viol: 0
  fin_hold_ws_ns: 0.485
  slew_violations: 0
  fin_worst_skew_ns: 0.000297
  fmax_mhz: 355
  rsz0062_at_grt: "false"
routing:
  wl_per_cell_um: 12.7
  route.detailed.drc: 0
  vias_per_cell: 4.23
  drt_iter0_drc: 22
  final_antenna_net_count: 0
  antenna_cells: 0
  dr_total_vias: 732
  dr.pass1.iters: 3
  routed_wl_um: 2200
floorplanning:
  core_area_mm2: 0.00397
  chip_area_mm2: 0.00706
  io_pins: 35
  fp-utilization_pct: 21.4
  die.size.x_um: 84
  die_h_um: 84
  floorplan.rows: 23
yosys:
  yosys_warnings: 1
  top_area_cell: "dfxtp_1"
  ys_ff: 10
  ys_cells: 87
  ys.flop_type: "dfxtp_1"
  yosys_area_um2: 848
  top_cells_by_area: "dfxtp_1 24%, ha_1 15%, mux2_2 9.3%"
  edf_count: 0
  ys_types: 35
  top_cells_by_count: "10 x dfxtp_1, 10 x ha_1, 7 x a21oi_1, 7 x mux2_2"
  top_cell_area_share_pct: 23.6
  synthArstFlopShare_pct: 0
  syn_area_per_cell_um2: 9.75
  netlist_area_um2: 848
  synthCells: 87
  ys_seq_share_pct: 23.6
final_layout:
  syn_to_final_growth_pct: 52.5
  fin_area_mm2: 0.00129
  fin_cells: 173
  drive_gt1_share_pct: 14.6
  post-route-util_pct: 32.6
setup_path:
  ff2ff_path_depth: 9
  crit_path_end_kind: "register"
  critPathArrivalTime_ns: 2.91
  r2r_slack_ns: 0.62
  critPathKind: "in2reg"
  cp.required_ns: 3.50
  cp_max_fo: 3
  worstReg2RegStart: "state[0]"
  start_kind: "input port"
  rr_endpoint: "output_data[6]"
power:
  combPwrFrac_pct: 33.1
  power_density_mw_per_mm2: 328
  ir_worst_vdd_uv: 232
  leakagePower_nw: 0.506
  clkPwrFrac_pct: 35.4
  p_int_mw: 0.313
  p_total_mw: 0.425
  seqPwrFrac_pct: 31.5
  p_switching_mw: 0.111
  sw_frac_of_total_pct: 26.2
run_status:
  status: "finished, final reports clean"
clock_network:
  cts-root-buf: "clkbuf_8"
  clockBufferDepth: 2
  cts_resized: 0
  cts.sinks: 10
  cts_tree: "built"
  holdBufCountCts: 0
  clk_latency_ns: 0.23
  htreeDepth: 1
  post_cts_buffers: 0
  cts_buffers: 3
  clk_pin_slew_worst_paths_ns: 0.05
worst_hold_path:
  hold_start: "output_data[6]"
  hold_depth: 2
  whs_endpoint: "output_data[6]"
  hold_class: "reg2reg"
grt:
  grt-ovfl-total: 0
  grt_max_degree: 14
  first_global_vias: 801
  track_usage_pct: 6.43
  antenna_found_initial: 0
  grt_pass1_wl_um: 3850
placement:
  dp.cells: 169
  gp_congestion: 0.881
  dp_hpwl_um: 1810
  io_buffers: 34
  pre_cts_ws_ns: 0.351
  placed_cell_area_mm2: 0.00124
flow_run:
  drv_cap: 0
  warning_count: 27
-- worst max-delay path, cell delays in order --
cell,delay (ns)
clkdlybuf4s50_1,0.39
mux2_2,0.26
ha_1,0.22
fa_1,0.41
a21o_1,0.19
a311o_1,0.34
a21oi_1,0.19
xor2_1,0.16
o22ai_1,0.07
-- kinds of logic (layout without fill, tap and decap cells) --
group / after synthesis / after routing / synth area share [%]
AOI/OAI and AO/OA: 20 / 20 / 16.8
DFF: 10 / 10 / 23.6
and+or+nand+nor: 24 / 24 / 18.9
muxes: 12 / 12 / 15.2
xor gates and xnor gates: 5 / 5 / 5.16
adders and majority gates: 11 / 11 / 17.1
buffers and inverters: 5 / 41 / 3.24
-- metal layers --
metal,part of all wire [%],GRT usage (%)
met5,0,0
met2,39,8.99
met4,0,0.152
met3,11,3.64
met1,50,8.82
-- power groups by stage --
stage | Sequential, mW | Clock (mW) | Combinational, mW
final | 0.134 | 0.150 | 0.141
after global routing | 0.136 | 0.162 | 0.158
after CTS | 0.134 | 0.154 | 0.142
-- registers in the layout, summed over array words and instances, names as in the netlist --
signal	count
state	2
output_data	8
-- cells in the final DEF, fill, tap and decap left out, types with 2 or more instances in the layout --
master            n
clkdlybuf4s50_1  34
ha_1             10
dfxtp_1          10
mux2_2            7
a21oi_1           7
nand2_1           6
nor2b_1           6
mux2i_1           5
clkbuf_8          4
xnor2_1           3
inv_1             2
nor2_1            2
a21o_1            2
xor2_1            2
o21ai_0           2
o211a_1           2
-- worst max-delay path by stage --
stage     startpoint              to  slack [ns]  cells after the start
4_1_cts         b[0]  output_data[6]        0.59                      9
5_1_grt     state[0]  output_data[6]        0.35                      9
6_report        b[0]  output_data[6]        0.58                      9
-- final cells by class --
type	count	area, µm²
Clock buffer	4	55.1
Fill cell	408	2680
Inverter	2	7.51
Multi-Input combinational cell	72	621
Sequential cell	10	200
Tap cell	50	62.6
Timing Repair Buffer	35	348
Power figures rest on the tool's default switching activity, not on a simulated workload.
