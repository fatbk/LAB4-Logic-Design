<file path="run.sh">
#!/bin/bash
# OpenROAD 26Q1-2900-gdf79404cd8, Yosys 0.63+post, stock flow scripts
make -C /OpenROAD-flow-scripts/flow DESIGN_CONFIG=/design/flow/config.mk WORK_HOME=/design/flow/orfs finish
</file>
<file path="config.mk">
export PLATFORM = sky130hd
export DESIGN_NAME = operator
export DESIGN_NICKNAME = operator
export VERILOG_FILES = /design/flow/design.v
export SDC_FILE = /design/flow/constraint.sdc
export NUM_CORES = 4
export LEC_CHECK = 1
export CORE_UTILIZATION = 50
</file>
<file path="constraint.sdc">
current_design operator

set clk_period 2.6
set clk_io_pct 0.2

create_clock -name clk0 -period $clk_period [get_ports {clk}]

set non_clock_inputs [all_inputs -no_clocks]
set_input_delay [expr $clk_period * $clk_io_pct] -clock clk0 $non_clock_inputs
set_output_delay [expr $clk_period * $clk_io_pct] -clock clk0 [all_outputs]
</file>
<file path="design.v">
module operator( clk, rst, buf_in, buf_out, wr_en, rd_en, buf_empty, buf_full, fifo_counter );
input                 rst, clk, wr_en, rd_en;   
input [7:0]           buf_in;                   
output[7:0]           buf_out;                  
output                buf_empty, buf_full;       
output[3 :0] fifo_counter;             
reg[7:0]              buf_out;
reg                   buf_empty, buf_full;
reg[3 :0]    fifo_counter;
reg[3 -1:0]  rd_ptr, wr_ptr;            
reg[7:0]              buf_mem[( 1<<3 ) -1 : 0];  
always @(fifo_counter)
begin
   buf_empty = (fifo_counter==0);   
   buf_full = (fifo_counter== ( 1<<3 ));  
end
always @(posedge clk or posedge rst)
begin
   if( rst )
       fifo_counter <= 0;		 
   else if( (!buf_full && wr_en) && ( !buf_empty && rd_en ) )   
       fifo_counter <= fifo_counter;			 
   else if( !buf_full && wr_en )			 
       fifo_counter <= fifo_counter + 1;
   else if( !buf_empty && rd_en )		 
       fifo_counter <= fifo_counter - 1;
   else
      fifo_counter <= fifo_counter;			 
end
always @( posedge clk or posedge rst)
begin
   if( rst )
      buf_out <= 0;		 
   else
   begin
      if( rd_en && !buf_empty )
         buf_out <= buf_mem[rd_ptr];	 
      else
         buf_out <= buf_out;		
   end
end
always @(posedge clk)
begin
   if( wr_en && !buf_full )
      buf_mem[ wr_ptr ] <= buf_in;		 
   else
      buf_mem[ wr_ptr ] <= buf_mem[ wr_ptr ];
end
always@(posedge clk or posedge rst)
begin
   if( rst )
   begin
      wr_ptr <= 0;		 
      rd_ptr <= 0;		 
   end
   else
   begin
      if( !buf_full && wr_en )    
			wr_ptr <= wr_ptr + 1;		 
      else  
			wr_ptr <= wr_ptr;
      if( !buf_empty && rd_en )   
			rd_ptr <= rd_ptr + 1;		 
      else 
			rd_ptr <= rd_ptr;
   end
end
endmodule
</file>
==> node_exporter_impl.prom <==
# HELP chip_impl_metric Implementation results
# TYPE chip_impl_metric gauge
chip_impl_info{name="outcome",value="finished, final reports clean"} 1
chip_impl_info{name="synth.top_cells.by_area",value="sky130_fd_sc_hd__edfxtp_1, sky130_fd_sc_hd__dfrtp_1, sky130_fd_sc_hd__mux2_2"} 1
chip_impl_metric{name="maxSlewHeadroom",unit=""} 0.506
chip_impl_metric{name="numCtsBuffers",unit=""} 9
chip_impl_metric{name="measured_slew_at_the_worst_slew_check_pin",unit="ns"} 0.739
chip_impl_metric{name="top_area_frac",unit=""} 0.579
chip_impl_metric{name="antenna_found_initial",unit=""} 0
chip_impl_metric{name="maximum_number_of_pins_on_one_net_before_global_route_repair",unit=""} 35
chip_impl_metric{name="synth_stat.cells",unit=""} 207
chip_impl_info{name="worst_setup_path_start_kind",value="register"} 1
chip_impl_info{name="category_of_the_most_critical_setup_path",value="register to register"} 1
chip_impl_info{name="path_cells",value="or4b_4, and2_1, inv_2, ha_1, a21o_1, a21oi_1, mux2i_1, xnor2_1"} 1
chip_impl_metric{name="ant_nets",unit=""} 0
chip_impl_metric{name="hold_viol",unit=""} 0
chip_impl_metric{name="cts.htree.levels",unit=""} 3
chip_impl_info{name="tritoncts",value="yes"} 1
chip_impl_metric{name="drt_pre_antenna_iters",unit=""} 4
chip_impl_metric{name="boundaryPins",unit=""} 26
chip_impl_metric{name="die_width",unit="um"} 83.5
chip_impl_metric{name="worst_ep_arrival_time",unit="ns"} 2.67
chip_impl_info{name="rsz0062_at_grt",value="false"} 1
chip_impl_metric{name="via_count_of_the_first_global_routing_pass",unit=""} 1818
chip_impl_metric{name="mappedNetlistArea",unit="um2"} 3320
chip_impl_metric{name="yosysChipArea",unit="um2"} 3320
chip_impl_metric{name="final_clock_period_utilization_by_the_worst_path",unit=""} 0.924
chip_impl_metric{name="syn_area_per_cell",unit="um2"} 16.0
chip_impl_metric{name="vdd.ir_drop.worst",unit="mV"} 0.923
chip_impl_metric{name="r2r_cells",unit=""} 8
chip_impl_metric{name="hold_buffers",unit=""} 0
chip_impl_metric{name="yosys_register_bits",unit=""} 82
chip_impl_metric{name="timing.hold.ws",unit="ns"} 0.490
chip_impl_metric{name="layout.cell_area.non_filler",unit="um2"} 3930
chip_impl_metric{name="finalWorstSetupSlack",unit="ns"} 0.197
chip_impl_metric{name="wl_per_cell",unit="um"} 18.1
chip_impl_metric{name="dp_worst_setup_slack",unit="ns"} 0.185
chip_impl_metric{name="chip_area",unit="um2"} 6960
chip_impl_metric{name="place.detailed.hpwl",unit="um"} 3810
chip_impl_metric{name="layout-drive-gt1-share",unit=""} 0.194
chip_impl_metric{name="grt_first_pass_wirelength",unit="um"} 9400
chip_impl_metric{name="placement_rows",unit=""} 29
chip_impl_info{name="final_layout_top_logic_cell",value="sky130_fd_sc_hd__edfxtp_1"} 1
chip_impl_metric{name="nFillCells",unit=""} 455
chip_impl_metric{name="area.growth.synth_to_final",unit="%"} 18.4
chip_impl_metric{name="setup_tns",unit="ns"} 0
chip_impl_metric{name="worst_path_largest_cell_delay",unit="ns"} 0.53
chip_impl_metric{name="clock_insertion_delay_worst_skew",unit="ns"} 0.34
chip_impl_metric{name="timing.hold.worst_path_depth",unit=""} 2
chip_impl_metric{name="max_cap_violations",unit=""} 0
chip_impl_metric{name="worstPathMaxFanout",unit=""} 9
chip_impl_metric{name="post_layout_power",unit="W"} 0.00423
chip_impl_metric{name="overall_track_demand_over_capacity_in_global_routing",unit=""} 0.193
chip_impl_metric{name="skew",unit="ns"} 0.00666
chip_impl_metric{name="timing.critical_path.required",unit="ns"} 2.86
chip_impl_metric{name="overall_overflow_remaining_after_global_route",unit=""} 0
chip_impl_info{name="timing.hold.worst.class",value="register to register"} 1
chip_impl_info{name="timing.critical_path.max_delay_family",value="simple AND/OR/NAND/NOR gates"} 1
chip_impl_metric{name="port_buffers",unit=""} 25
chip_impl_metric{name="antenna-diode-count",unit=""} 0
chip_impl_metric{name="cellPowerDensity",unit="nW/um2"} 1080
chip_impl_metric{name="synthesis.yosys.warnings",unit=""} 1
chip_impl_metric{name="timing.final.crit_period",unit="ns"} 2.40
chip_impl_metric{name="routed_wirelength",unit="um"} 5960
chip_impl_metric{name="drv_slew",unit=""} 0
chip_impl_metric{name="dpl_cell_area",unit="um2"} 3730
chip_impl_metric{name="die_y",unit="um"} 83.5
chip_impl_metric{name="clkTransAtPathRegs",unit="ns"} 0.07
chip_impl_metric{name="worstSetupPathDepth",unit=""} 8
chip_impl_metric{name="core_util_floorplan",unit=""} 0.519
chip_impl_metric{name="report.final.setup_viol",unit=""} 0
chip_impl_info{name="largest_area_cell",value="sky130_fd_sc_hd__edfxtp_1"} 1
chip_impl_metric{name="route.detailed.drc",unit=""} 0
chip_impl_metric{name="tool_warning_count",unit=""} 25
chip_impl_info{name="cp-end-kind",value="register"} 1
chip_impl_info{name="cts.root.buffer_cell",value="sky130_fd_sc_hd__clkbuf_8"} 1
chip_impl_metric{name="p_leak",unit="nW"} 1.45
chip_impl_metric{name="asyncSetResetFlopFracSynth",unit=""} 0.220
chip_impl_metric{name="post_cts_resize_count",unit=""} 0
chip_impl_metric{name="gp_congestion",unit=""} 0.896
chip_impl_metric{name="core-area",unit="um2"} 6390
chip_impl_info{name="layout_top_cells",value="sky130_fd_sc_hd__edfxtp_1, sky130_fd_sc_hd__clkdlybuf4s50_1, sky130_fd_sc_hd__nand2_1"} 1
chip_impl_info{name="crit_path_top_delay_cell",value="sky130_fd_sc_hd__or4b_4"} 1
chip_impl_metric{name="path_buffers",unit=""} 1
chip_impl_metric{name="numClockSinks",unit=""} 82
chip_impl_metric{name="first_iter_violations",unit=""} 85
chip_impl_metric{name="route.vias.total",unit=""} 1838
chip_impl_metric{name="number_of_instances_in_the_synthesized_netlist",unit=""} 207
chip_impl_metric{name="synth_seq_share",unit=""} 0.715
chip_impl_metric{name="max_freq",unit="MHz"} 416
chip_impl_info{name="flop_cell",value="sky130_fd_sc_hd__edfxtp_1"} 1
chip_impl_metric{name="cts_max_path_buffers",unit=""} 2
chip_impl_metric{name="post-cts-setup-buffers",unit=""} 0
chip_impl_metric{name="drt-vias-per-instance",unit=""} 5.59
chip_impl_metric{name="synth_cell_types",unit=""} 30
chip_impl_metric{name="enable_flop_cells",unit=""} 64
through the flow:
stage                     utilization  cells
after global placement          0.585    313
after global routing            0.615    329
after CTS                       0.615    329
final                           0.615    329
after detailed placement        0.585    313
after floorplan                     -    207
synth_stat cells (2+ instances only):
cell                       instances
sky130_fd_sc_hd__a21oi_1           3
sky130_fd_sc_hd__nand2b_1          3
sky130_fd_sc_hd__nor2b_1           2
sky130_fd_sc_hd__dfrtp_1          18
sky130_fd_sc_hd__nor4_1            2
sky130_fd_sc_hd__mux2i_1          17
sky130_fd_sc_hd__inv_1             2
sky130_fd_sc_hd__nor2_1            4
sky130_fd_sc_hd__mux2_2           16
sky130_fd_sc_hd__o22ai_1           8
sky130_fd_sc_hd__buf_1             2
sky130_fd_sc_hd__edfxtp_1         64
sky130_fd_sc_hd__nand2_1          19
sky130_fd_sc_hd__buf_2             5
sky130_fd_sc_hd__o21ai_1           8
sky130_fd_sc_hd__a221o_1           8
sky130_fd_sc_hd__ha_1              4
sky130_fd_sc_hd__xnor2_1           6
sky130_fd_sc_hd__nor3_1            5
report_power, final:
group          leakage, nW  internal (W)  switching (W)
Sequential           0.794       0.00171       0.000166
Combinational        0.555      0.000770       0.000703
Clock               0.0971      0.000447       0.000433
Total                 1.45       0.00293        0.00130
cells by family after synthesis:
family | count (synthesis) | share of synthesized area
xor gates and xnor gates | 7 | 0.0185
adders and majority gates | 5 | 0.0211
DFF | 82 | 0.715
muxes | 34 | 0.110
and+or+nand+nor | 39 | 0.0588
buffers and inverters | 11 | 0.0155
AOI/OAI and AO/OA | 29 | 0.0607
routing by layer:
layer | track usage | wire [um]
met5 | 0 | 0
met1 | 0.338 | 2680
met4 | 0.0139 | 48
met3 | 0.0803 | 477
met2 | 0.272 | 2750
worst register-to-register path, stage by stage (launching register included):
cell	delay, ns
sky130_fd_sc_hd__dfrtp_1	0.46
sky130_fd_sc_hd__or4b_4	0.53
sky130_fd_sc_hd__and2_1	0.21
sky130_fd_sc_hd__inv_2	0.16
sky130_fd_sc_hd__ha_1	0.26
sky130_fd_sc_hd__a21o_1	0.18
sky130_fd_sc_hd__a21oi_1	0.18
sky130_fd_sc_hd__mux2i_1	0.23
sky130_fd_sc_hd__xnor2_1	0.13
flip-flops by register name, indices dropped and copies added, names as in the netlist:
register,flops
buf_mem,64
wr_ptr,3
rd_ptr,3
fifo_counter,4
buf_out,8
cell type report:
class                   instances  area [um2]  area share
clock buffers                  10         128      0.0325
clock inverters                 6        65.1      0.0166
inverters                       3        11.3     0.00287
multi-input cells             114         901       0.229
flip-flops and latches         82        2370       0.604
well taps                      77        96.3      0.0245
repair buffers                 37         353      0.0899
path summary, 6_finish.rpt:
| path | start | endpoint | slack (ns) |
|---|---|---|---|
| setup / recovery | fifo_counter[2]$_DFFE_PP0P_ | fifo_counter[3]$_DFFE_PP0P_ | 0.20 |
| hold / removal | buf_out[2]$_DFFE_PP0P_ | buf_out[2]$_DFFE_PP0P_ | 0.49 |
| setup reg to reg | fifo_counter[2]$_DFFE_PP0P_ | fifo_counter[3]$_DFFE_PP0P_ | 0.20 |
| hold reg to reg | buf_out[2]$_DFFE_PP0P_ | buf_out[2]$_DFFE_PP0P_ | 0.49 |
| max in group asynchronous | rst | buf_out[7]$_DFFE_PP0P_ | 1.57 |
| min in group asynchronous | rst | buf_out[1]$_DFFE_PP0P_ | 0.58 |
Power is estimated from default activity; no workload was simulated.
