$ cat flow/design.v
module Clock_divider(
input logic clock_in, 
output logic clock_05hz, 
output logic clock_1hz
); 
reg[27:0] counter1=28'd0;
reg[27:0] counter2=28'd0;
parameter DIVISOR_05HZ = 28'd10000000;
parameter DIVISOR_1HZ =  28'd50;
always @(posedge clock_in)
begin
 counter1 <= counter1 + 28'd1;
 if(counter1>=(DIVISOR_05HZ-1))
  counter1 <= 28'd0;
 clock_05hz <= (counter1<DIVISOR_05HZ/2)?1'b1:1'b0;
end
always @(posedge clock_in)
begin
 counter2 <= counter2 + 28'd1;
 if(counter2>=(DIVISOR_1HZ-1))
  counter2 <= 28'd0;
 clock_1hz <= (counter2<DIVISOR_1HZ/2)?1'b1:1'b0;
end
endmodule
$ cat flow/run.sh
#!/bin/bash
# OpenROAD 26Q1-2900-gdf79404cd8, Yosys 0.63+post, stock flow scripts
make -C /OpenROAD-flow-scripts/flow DESIGN_CONFIG=/design/flow/config.mk WORK_HOME=/design/flow/orfs finish
$ cat flow/config.mk
export PLATFORM = sky130hd
export DESIGN_NAME = Clock_divider
export DESIGN_NICKNAME = Clock_divider
export VERILOG_FILES = /design/flow/design.v
export SDC_FILE = /design/flow/constraint.sdc
export NUM_CORES = 4
export LEC_CHECK = 1
export CORE_UTILIZATION = 40
$ cat flow/constraint.sdc
current_design Clock_divider

set clk_period 3.8
set clk_io_pct 0.2

create_clock -name clk0 -period $clk_period [get_ports {clock_in}]

set non_clock_inputs [all_inputs -no_clocks]
set_input_delay [expr $clk_period * $clk_io_pct] -clock clk0 $non_clock_inputs
set_output_delay [expr $clk_period * $clk_io_pct] -clock clk0 [all_outputs]
==> flow_metrics.env <==
# source this file to load flow results
export IMPL_hold_path_class="reg -> reg"
export IMPL_share_seq_of_total_power=0.522
export IMPL_synthArstFlopShare=0
export IMPL_critical_path_buf_inv_count=0
export IMPL_track_usage=0.145
export IMPL_cp_data_arrival_time_ns=2.27
export IMPL_ys_seq_share=0.540
export IMPL_fp_dieW_um=75.3
export IMPL_cts_reportedPaths_clkPinSlew_ns=0.07
export IMPL_drt_total_wl_um=3460
export IMPL_chip_area_um2=5670
export IMPL_path_delay_family="simple AND/OR/NAND/NOR gates"
export IMPL_dp_hpwl_um=2320
export IMPL_mostFrequentLayoutCell="sky130_fd_sc_hd__dfxtp_1"
export IMPL_grt_first_pass_wirelength_um=6120
export IMPL_crit_chain="nand3_1 > or4_1 > or3_1 > a211oi_2"
export IMPL_synth_area_per_cell_um2=9.82
export IMPL_core_um2=5140
export IMPL_route_detailed_vias_per_inst=4.80
export IMPL_drv_cap=0
export IMPL_cp_max_fo=8
export IMPL_critPathCaptureType="flop"
export IMPL_root_buffer="sky130_fd_sc_hd__clkbuf_8"
export IMPL_htreeDepth=3
export IMPL_finalClockSkew_ns=0.00995
export IMPL_report_power_total_w=0.00120
export IMPL_combPwrFrac=0.011
export IMPL_routed_via_count=1542
export IMPL_flop_area_um2=1160
export IMPL_mostFrequentLayoutCells="sky130_fd_sc_hd__dfxtp_1, sky130_fd_sc_hd__conb_1, sky130_fd_sc_hd__nor3_1"
export IMPL_final_setup_tns_ns=0
export IMPL_routabilityCongestion=0.904
export IMPL_synth_cell_types=36
export IMPL_ys_ff=58
export IMPL_setup_worst_path_class="reg -> reg"
export IMPL_worst_slew_pin_slew_ns=0.829
export IMPL_grt_overflow_total=0
export IMPL_worst_path_largest_cell_delay_ns=0.69
export IMPL_rsz0062_at_grt="false"
export IMPL_fp_dieH_um=75.3
export IMPL_power_switching_fraction=0.211
export IMPL_setup_violations_final=0
export IMPL_drt_drc_violations_left=0
export IMPL_crit_required_ns=4.05
export IMPL_power_density_nw_per_um2=477
export IMPL_ant_nets=0
export IMPL_dpl_cell_area_um2=2310
export IMPL_dr_first_iter_drc_count=71
export IMPL_cts_hold_fix_buffers=0
export IMPL_port_buffers=2
export IMPL_kind_of_launch_point_of_the_worst_setup_path="flop"
export IMPL_post_synth_fa_ha_maj_area_fraction=0.0233
export IMPL_fp_util=0.418
export IMPL_max_slew_margin=0.447
export IMPL_edf_count=0
export IMPL_share_clk_of_total_power=0.467
export IMPL_max_clock_freq_ghz=0.495
export IMPL_worst_path_max_delay_cell="sky130_fd_sc_hd__or4_1"
export IMPL_cts_sink_count=58
export IMPL_cts_resized_gates=0
export IMPL_ctsLongestPathBuffers=2
export IMPL_yosysCellCount=219
export IMPL_skew_pair_late_insertion_delay_ns=0.33
export IMPL_fin_max_slew_vios=0
export IMPL_synth_area_um2=2150
export IMPL_report_final_hold_viol_count=0
export IMPL_avgRoutedWirePerCell_um=10.8
export IMPL_synth_compound_gate_area_share=0.0902
export IMPL_layout_drive_gt1_share=0.0956
export IMPL_warning_count=27
export IMPL_ys_area_um2=2150
export IMPL_min_period_over_period=0.532
export IMPL_tritoncts="yes"
export IMPL_vdd_ir_drop_max_mv=0.239
export IMPL_num_io_pins=3
export IMPL_postCtsSetupRepairBufs=0
export IMPL_grt_max_degree=21
export IMPL_drt_pass1_iterations=4
export IMPL_cts_made_buffers=9
export IMPL_yosys_most_used_dff="sky130_fd_sc_hd__dfxtp_1"
export IMPL_multi_input_comb_area_um2=1010
export IMPL_ys_top_logic_family="simple AND/OR/NAND/NOR gates"
export IMPL_leakage_component_of_the_power_nw=0.907
export IMPL_fill_cells=480
export IMPL_rows=26
export IMPL_antenna_found_initial=0
export IMPL_syn_to_final_growth_pct=17.1
export IMPL_ys_sh_mux=0
export IMPL_yosysWarningCount=1
export IMPL_layout_cell_area_non_filler_um2=2520
export IMPL_detail_route_antenna_diodes=0
export IMPL_first_global_vias=1416
export IMPL_ys_sh_xor=0.0733
export IMPL_run_status="finished clean"
export IMPL_yosys_area_share_simple=0.239
export IMPL_finalWorstPathRequiredPeriod_ns=2.02
export IMPL_internal_power_w=0.000949
export IMPL_total_switching_power_w=0.000254
export IMPL_r2r_slack_ns=1.78
export IMPL_netlist_instances=219
## layout make-up
cell class | instances | area share
multi-input combinational | 168 | 0.402
tap | 70 | 0.0348
clock inverter | 6 | 0.0263
inverter | 5 | 0.00745
timing repair buffer | 4 | 0.0139
sequential | 58 | 0.461
clock buffer | 10 | 0.0546
## cells in the mapped netlist, drive strengths merged, types with 7 or more instances
cell type,instances,area (µm²)
dfxtp,58,1160
nor2,11,41.3
xnor2,12,105
clkbuf,10,37.5
nand2,12,45.0
nor3,22,110
nor4,9,56.3
or3,7,43.8
nand4,9,71.3
o21ai,8,40.0
## metrics by stage
stage          std cells  hold WS (ns)  setup WS, ns   util
6_report             321         0.473          1.78  0.490
2_1_floorplan        244         0.432          1.92      -
3_3_place_gp         305         0.462          1.84  0.450
4_1_cts              321         0.476          1.78  0.490
3_5_place_dp         305         0.466          1.80  0.450
5_1_grt              321         0.506          1.63  0.490
## metal layers
metal | wire length [µm] | GRT usage | vias up
met5 | 0 | 0 | -
met4 | 52 | 0.0247 | 0
met3 | 131 | 0.0550 | 5
met2 | 1470 | 0.216 | 13
met1 | 1810 | 0.212 | 712
li1 | - | - | 812
## worst register-to-register path, stage by stage (launching register included)
cell                       delay, ns
sky130_fd_sc_hd__dfxtp_1        0.40
sky130_fd_sc_hd__nand3_1        0.23
sky130_fd_sc_hd__or4_1          0.69
sky130_fd_sc_hd__or3_1          0.40
sky130_fd_sc_hd__a211oi_2       0.21
## power groups by stage
stage / logic, W / registers, W / clock network (W)
after CTS: 0.0000133 / 0.000628 / 0.000577
after global routing: 0.0000155 / 0.000630 / 0.000609
final: 0.0000129 / 0.000628 / 0.000561
## state kept, by name, summed over array words and instances (netlist names)
register	flops
clock_1hz	1
clock_05hz	1
counter1	28
counter2	28
## logic make-up after synthesis
kind of cell	after synthesis
buf+inv	18
xor+xnor	18
compound gates	28
simple gates	92
fa+ha+maj	4
other cells	1
flops	58
## path summary, 6_finish.rpt
check,start,endpoint,depth (start not counted)
max,counter1[2]$_SDFF_PP0_,counter1[23]$_SDFF_PP0_,4
max reg2reg,counter1[2]$_SDFF_PP0_,counter1[23]$_SDFF_PP0_,4
min reg2reg,counter1[0]$_SDFF_PP0_,counter1[0]$_SDFF_PP0_,1
min,counter1[0]$_SDFF_PP0_,counter1[0]$_SDFF_PP0_,1
No activity file was given, so power comes from the tool's default toggle rates.
